--- flow/constraint.sdc ---
current_design pivot_ram

set clk_period 9.4
set clk_io_pct 0.2

create_clock -name clk0 -period $clk_period [get_ports {clk}]

set non_clock_inputs [all_inputs -no_clocks]
set_input_delay [expr $clk_period * $clk_io_pct] -clock clk0 $non_clock_inputs
set_output_delay [expr $clk_period * $clk_io_pct] -clock clk0 [all_outputs]
--- flow/run.sh ---
#!/bin/bash
# OpenROAD 26Q1-2900-gdf79404cd8, Yosys 0.63+post, stock flow scripts
make -C /OpenROAD-flow-scripts/flow DESIGN_CONFIG=/design/flow/config.mk WORK_HOME=/design/flow/orfs finish
--- flow/design.v ---
module pivot_ram (
	clk, 
	we, 
	a_r, 
	a_w,
	di, 
	dout
);
input clk, we;
input [(5 - 2)-1: 0] a_r, a_w;
input [4*16-1:0] di;
output [4*16-1:0] dout;
reg [4*16-1:0] ram [0:32/4-1];
reg [(5 - 2)-1: 0] read_a;
always @(posedge clk) begin
	if (we)
		ram[a_w] <= di;
	read_a <= a_r;
end
assign dout = ram[read_a];
endmodule
--- flow/config.mk ---
export PLATFORM = sky130hd
export DESIGN_NAME = pivot_ram
export DESIGN_NICKNAME = pivot_ram
export VERILOG_FILES = /design/flow/design.v
export SDC_FILE = /design/flow/constraint.sdc
export NUM_CORES = 4
export LEC_CHECK = 1
export CORE_UTILIZATION = 50
==> flow_metrics.env <==
# yosys + openroad results
export IMPL_yosys_area_top_type="edfxtp_1"
export IMPL_max_cap_violations=0
export IMPL_clk_path_buf_depth=3
export IMPL_gp_congestion=0.736
export IMPL_power_frac_clock_pct=40.1
export IMPL_regMostFlops="ram"
export IMPL_p_comb_share_pct=5.9
export IMPL_hold_violations=0
export IMPL_post_cts_buffers=0
export IMPL_grt_pass1_vias=9586
export IMPL_crit_path_top_delay_cell="dfxtp_4"
export IMPL_overflow=0
export IMPL_synth_cell_types=13
export IMPL_switching_share_pct=19.3
export IMPL_wl_met3_um=6300
export IMPL_die_x_um=199
export IMPL_warnings=25
export IMPL_switching_power_mw=0.938
export IMPL_drtIter0Drc=377
export IMPL_worst_hold_path_type="input port to flip-flop"
export IMPL_ys_warn_count=1
export IMPL_numClockSinks=515
export IMPL_arrival_ns=4.02
export IMPL_grt_util_all_layers_pct=22.4
export IMPL_dpl_cell_area_um2=21300
export IMPL_dp_hpwl_um=19300
export IMPL_reg_top3="ram (512)"
export IMPL_wl_met2_um=17700
export IMPL_instances_no_fill=1481
export IMPL_powerDensity_nw_per_um2=212
export IMPL_max_slew_margin_rel_pct=47.3
export IMPL_ir_drop_mv=0.161
export IMPL_place_inst=1388
export IMPL_antenna_found_initial=6
export IMPL_fin_area_um2=23000
export IMPL_status="finished, final reports clean"
export IMPL_cts_inserted_buffers=51
export IMPL_cts_hold_buf=0
export IMPL_synthTopCellsByArea="edfxtp_1, mux4_2, mux2_2, buf_6, dfxtp_1"
export IMPL_area_growth_pct=18.8
export IMPL_synth_seq_share_pct=79.9
export IMPL_port_buffer_count=135
export IMPL_ys_flops=515
export IMPL_drtAntennaViolNets=0
export IMPL_die_area_um2=39400
export IMPL_setup_tns_ns=0
export IMPL_h_tree_depth=2
export IMPL_grt_pass1_wl_um=55500
export IMPL_m1WireLength_um=12300
export IMPL_synth_avg_cell_area_um2=25.6
export IMPL_largest_register_ff_count=512
export IMPL_cts_root_buf="clkbuf_16"
export IMPL_yosys_area_um2=19300
export IMPL_max_freq_mhz=169
export IMPL_drcViolationCount=0
export IMPL_crit_type="flip-flop to output port"
export IMPL_cp_max_fo=38
export IMPL_postLayoutCoreUtil_pct=60.7
export IMPL_grt_max_degree=49
export IMPL_fp_coreArea_um2=37800
export IMPL_min_period_ns=5.90
export IMPL_max_stage_delay_ns=0.86
export IMPL_drv_slew=0
export IMPL_cts_resized=0
export IMPL_ys_cells=755
export IMPL_p_leak_nw=7.21
export IMPL_crit_chain="buf_4 -> buf_4 -> mux4_2 -> mux2_2 -> clkdlybuf4s50_1"
export IMPL_p_seq_share_pct=54.0
export IMPL_layout_drive_gt1_share_pct=30.5
export IMPL_drt_first_pass_iters=4
export IMPL_wirelength_um=37000
export IMPL_fp_util_pct=51.1
export IMPL_syn_inst=755
export IMPL_via_per_inst=5.70
export IMPL_worst_pin_slew_ns=0.790
export IMPL_num_rows=71
export IMPL_vias=8440
export IMPL_crit_top_cell="buf_4"
export IMPL_internal_power_mw=3.93
export IMPL_top_layer_used="met5"
export IMPL_cp_data_required_time_ns=7.52
export IMPL_clkTransAtPathRegs_ns=0.06
export IMPL_rsz0062_at_grt="false"
export IMPL_ioPinCount=136
export IMPL_synth_area_um2=19300
export IMPL_period_used_pct=62.8
export IMPL_start_kind="flip-flop"
export IMPL_hold_ws_ns=1.74
export IMPL_wl_per_cell_um=25.0
export IMPL_setup_viol=0
export IMPL_dieHeight_um=199
export IMPL_top_area_share_pct=79.6
export IMPL_crit_path_end_kind="output port"
export IMPL_cts_tree="built"
-- layer usage --
metal / track usage [%] / vias up
met3: 17.4 / 62
met2: 31.0 / 600
met4: 3.62 / 8
met5: 0 / -
li1: - / 3617
met1: 32.1 / 4153
-- cell usage in the layout (no fill, tap or decap) --
cell type	n
buf_4	22
bufinv_16	5
clkbuf_1	7
clkbuf_16	53
clkdlybuf4s50_1	135
clkinv_1	14
clkinv_2	10
clkinv_8	1
clkinvlp_4	2
dfxtp_4	3
diode_2	1
edfxtp_1	512
mux2_2	64
mux4_2	128
nand2_1	2
nand2b_1	3
nor2_4	6
nor3_2	2
-- through the flow --
step | total power, mW | setup slack [ns]
2_1_floorplan | 2.81 | 2.42
3_3_place_gp | 2.96 | 3.99
3_5_place_dp | 2.97 | 3.96
4_1_cts | 4.93 | 3.32
5_1_grt | 5.04 | 3.10
6_report | 4.87 | 3.50
-- synthesized netlist by cell type --
| master | count |
|---|---|
| buf_1 | 9 |
| buf_2 | 3 |
| buf_4 | 3 |
| buf_6 | 11 |
| clkbuf_1 | 9 |
| dfxtp_1 | 3 |
| edfxtp_1 | 512 |
| mux2_2 | 64 |
| mux4_2 | 128 |
| nand2_1 | 2 |
| nand2b_1 | 3 |
| nor2_1 | 6 |
| nor3_1 | 2 |
-- critical path, delay by kind of cell (launching register included) --
family | cells | cell delay, ns
muxes | 2 | 0.86
buffers and inverters | 3 | 1.68
DFF | 1 | 0.86
-- cell families (layout without fill, tap and decap cells) --
group | Yosys count | count (layout) | share of synthesized area, %
buf+inv | 35 | 249 | 1.18
mux | 192 | 192 | 18.6
other cells | 0 | 1 | 0
flops | 515 | 515 | 79.9
simple gates | 13 | 13 | 0.304
-- power by group through the flow --
stage     combinational, mW  sequential [mW]  clock, mW
4_1_cts               0.296             2.63       2.00
5_1_grt               0.314             2.64       2.09
6_report              0.288             2.63       1.95
-- path summary, 6_finish.rpt --
path | from | endpoint | slack, ns | cells past startpoint
hold / removal | a_r[1] | flip-flop | 1.74 | 1
setup / recovery | flip-flop | dout[38] | 3.50 | 5
-- layout make-up --
class                           instances  area (um^2)
Multi-Input combinational cell        205         3720
Clock inverter                         32          284
Fill cell                            2590        14900
Antenna cell                            1         2.50
Sequential cell                       515        15400
Timing Repair Buffer                  157         1520
Tap cell                              511          639
Clock buffer                           60         1350
Power and IR drop assume default switching activity.

<file path="/design/flow/design.v">
module local_store(
	clk,
	we,
	a_r,
	a_w,
	di,
	dout,
);
parameter size = 32/4;
input clk;
input we;
input [(5 - 2)-1: 0] a_r;
input [(5 - 2)-1: 0] a_w;
input [4*16-1: 0] di;
output [4*16-1: 0] dout;
reg [4*16-1: 0] ram[size-1: 0];
reg [(5 - 2)-1: 0] read_a;
always @(posedge clk)
begin
	if (we == 1'b1)
	begin
		ram[a_w] <= di;
	end
	read_a <= a_r;
end
assign dout = ram[read_a];
endmodule
</file>
<file path="/design/flow/run.sh">
#!/bin/bash
# OpenROAD 26Q1-2900-gdf79404cd8, Yosys 0.63+post, stock flow scripts
make -C /OpenROAD-flow-scripts/flow DESIGN_CONFIG=/design/flow/config.mk WORK_HOME=/design/flow/orfs finish
</file>
<file path="/design/flow/config.mk">
export PLATFORM = sky130hd
export DESIGN_NAME = local_store
export DESIGN_NICKNAME = local_store
export VERILOG_FILES = /design/flow/design.v
export SDC_FILE = /design/flow/constraint.sdc
export NUM_CORES = 4
export LEC_CHECK = 1
export CORE_UTILIZATION = 50
</file>
<file path="/design/flow/constraint.sdc">
current_design local_store

set clk_period 15.6
set clk_io_pct 0.2

create_clock -name clk0 -period $clk_period [get_ports {clk}]

set non_clock_inputs [all_inputs -no_clocks]
set_input_delay [expr $clk_period * $clk_io_pct] -clock clk0 $non_clock_inputs
set_output_delay [expr $clk_period * $clk_io_pct] -clock clk0 [all_outputs]
</file>
==> results.txt <==
fresh numbers from the pnr run: initial core utilization=0.511, final hold violation count=0, registers with the most flip-flops=ram x512, flip-flop count of the largest register, all copies and words added=512, commonest cells after routing, fill and taps aside=512 x edfxtp_1, 135 x clkdlybuf4s50_1, 128 x mux4_2, deepest level of the CTS H-tree=2, period utilization=0.454, largest register by flop count=ram, per-cell routed wire length=approximately 25 um, CTS Hold Buffers Added=0, Mapped Avg Cell Area=25.6 um^2, number of synthesized register bits=515, critical path start-end classification=register to primary output, unrepaired setup endpoints after global routing=no, utilization of the core after routing=0.609, maximum count of clock buffers along a single path=3, count of clock tree sinks=515, area of the synthesized netlist per yosys stat=0.0193 mm^2, Worst Setup End Kind=primary output, antenna violations before repair=7, pin count of the biggest net entering global routing=49, total negative slack=0 ns, sequential fraction of the synthesis area=0.799, postcts setup bufs=0, via total after detailed routing=8,487, worst slew margin relative to its limit=0.504, clock transition at the registers of the reported paths=0.06 ns, placement-stage worst setup slack=8.94 ns, cell area after synthesis=around 0.019 mm^2, number of distinct standard cells referenced by the synthesized netlist=13, YS warnings=1, routed via count divided by cell count=5.70, crit path DRT=between 10 and 15 ns, gate count after technology mapping=755, final WL=about 37 mm, global-route usage over all layers=0.221, minimum setup slack in the final design=8.51 ns, IO Port Bufs=135, number of standard cells reported by yosys=around 760, area share of xor/xnor cells in the synthesized design=0, height of the die=199 um, total number of placement rows=71, adder-cell area share of the yosys netlist=0, Fmax=~140 MHz, power per unit of standard cell area=~130 mW/mm^2, total of fill cells in the finished design=2,547, maximum fanout along the worst path=34, Static Leak=0.00726 uW, drt initial violations=394, vias in the first global route=9,641, number of max-cap violations=0, antenna-violating nets left=0, AND-OR/OR-AND Cells, Area Fraction=0, final setup violation count=0, DRC viols=0, die width=199 um, Layout Area Growth over Synthesis=19.2%, count of boundary I/O pins=136, biggest combinational cell group after synthesis=multiplexers, most frequent standard cell in the layout excluding fill and tap cells=edfxtp_1, final global-route overflow total=0, critical path launch point type=register, final critical path time including I/O delays and setup=7.09 ns, Worst-Margin Slew=0.744 ns, mux contribution to synthesized area=0.186, AND/OR/NAND/NOR Cells, Area Fraction=0.00304, chip footprint=approximately 0.04 mm^2, area of the core region=approximately 0.038 mm^2, fraction of layout cells with a size suffix above 1=0.313, wire length of the first global-routing pass=between 50 and 60 mm, endpoint arrival time on the critical path=3.97 ns, post-cts sizing count=0, Slew Viols, Final=0, cell chosen for the clock root=clkbuf_16, number of warning messages in the logs=25, HPWL reported at the end of detailed placement=19.2 mm, total power of the final layout=2980 uW, run status=completed, path category of the worst min-delay check=input port to register, number of buffers created by CTS=53, Placer Congestion=0.767, Max rail drop VDD=92.9 uV, TritonCTS clock tree=done, router iterations before antenna repair=4
==> cell type report <==
cell class,count,area (um^2),area share
Sequential cell,515,15400,0.670
Multi-Input combinational cell,205,3720,0.161
Timing Repair Buffer,157,1520,0.0658
Clock buffer,60,1400,0.0606
Tap cell,511,639,0.0278
Clock inverter,39,318,0.0138
Antenna cell,3,7.51,0.000326
==> metrics by stage <==
| stage | std cells | cell area (um^2) | hold slack, ns |
|---|---|---|---|
| 6_report | 1490 | 23000 | 2.97 |
| 5_1_grt | 1487 | 23000 | 2.97 |
| 4_1_cts | 1487 | 23000 | 2.94 |
| 3_5_place_dp | 1388 | 21300 | 3.56 |
| 3_3_place_gp | 1388 | 21300 | 3.57 |
| 2_1_floorplan | 755 | 19300 | 3.15 |
==> worst max-delay path, cell delays in order (launching register included) <==
cell             delay, ns
dfxtp_4               0.69
buf_4                 0.65
buf_4                 0.66
mux4_2                0.58
mux2_2                0.28
clkdlybuf4s50_1       0.49
==> cells by family after synthesis <==
logic type,count (synthesis)
flops,515
simple gates,13
mux,192
buf+inv,35
==> routing by layer <==
layer	part of all wire	wire length [um]	vias up	GRT usage
met5	0.0013	46	-	0
met4	0.023	843	8	0.0410
met3	0.16	5850	68	0.160
met2	0.48	17700	545	0.316
met1	0.33	12300	4231	0.307
li1	-	-	3635	-
==> path summary, 6_finish.rpt <==
path	from	endpoint	cells past startpoint
min	a_r[1]	register	1
max	register	dout[12]	5
==> cells in the mapped netlist, drive strengths merged <==
library cell	n	area share
dfxtp	3	0.0031
buf	26	0.010
nor3	2	0.00052
nor2	6	0.0012
nand2b	3	0.00097
edfxtp	512	0.80
mux2	64	0.037
mux4	128	0.15
nand2	2	0.00039
clkbuf	9	0.0017
==> where the power goes <==
part | switching [uW] | internal, uW | total (uW) | leakage (uW)
logic | 71.4 | 102 | 174 | 0.00173
clock network | 498 | 723 | 1220 | 0.000850
registers | 16.0 | 1570 | 1590 | 0.00468
No activity file was given, so power comes from the tool's default toggle rates.

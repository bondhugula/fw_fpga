### run.sh
#!/bin/bash
# OpenROAD 26Q1-2900-gdf79404cd8, Yosys 0.63+post, stock flow scripts
make -C /OpenROAD-flow-scripts/flow DESIGN_CONFIG=/design/flow/config.mk WORK_HOME=/design/flow/orfs finish
### config.mk
export PLATFORM = sky130hd
export DESIGN_NAME = fw_control
export DESIGN_NICKNAME = fw_control
export VERILOG_FILES = /design/flow/design.v
export SDC_FILE = /design/flow/constraint.sdc
export NUM_CORES = 4
export LEC_CHECK = 1
export CORE_UTILIZATION = 30
### constraint.sdc
current_design fw_control

set clk_period 1.0
set clk_io_pct 0.2

create_clock -name clk0 -period $clk_period [get_ports {clk}]

set non_clock_inputs [all_inputs -no_clocks]
set_input_delay [expr $clk_period * $clk_io_pct] -clock clk0 $non_clock_inputs
set_output_delay [expr $clk_period * $clk_io_pct] -clock clk0 [all_outputs]
### design.v
module fw_control(
	in_valid,
	inD,
	reset,
	clk,
	instr_out,
	dOut
);
input reset, in_valid, clk;
input [4*16-1: 0] inD;
output [(1 + 5 + 3)-1: 0] instr_out;
output [4*16-1: 0] dOut;
reg [(1 + 5 + 3)-1: 0] instr_out = {5'b0, 3'b111};
reg [4*16-1: 0] dOut;
reg [1:0] phase;
reg state = 1'b0;
reg [3-1: 0] op = 3'b000;
reg [5-1: 0] id = 5'b0;
reg [(1+2*5-2-1): 0] counter1 = 0;
reg [(2*5-2-1): 0] counter2 = 0;
reg fwd = 1'b1;
reg fwd1 = 1'b0;
always @(posedge clk, posedge reset)
begin
	if (reset)
	begin
		instr_out <= {5'b0, 3'b111};
		op <= 3'b000;
		id <= 0;
		state <= 1'b0;
		counter1 <= 0;
		counter2 <= 0;
		dOut <= {4*16{1'b1}};
		fwd <= 1'b1;
		fwd1 <= 1'b0;
	end
	else
	begin
	   if (in_valid)
	   begin
		   case (phase)
			   2'b00:
				begin
					case (state)
						1'b0: 
						begin
							counter1 <= counter1 + 1'b1;
							if (counter1%(32/4) == {5-2{1'b1}})
							begin
								op <= op^1'b1;
							end
							if (counter1%(2*32/4) == {1+5-2{1'b1}})
							begin
								id <= id + 1'b1;
							end
							if (counter1 == 2*32*32/4-1'b1)
							begin
								state <= 1'b1;
								op <= 3'b100;
							end
							instr_out <= {1'b0, id, op};
						end
						1'b1:
						begin
							counter2 <= counter2 + 1'b1;
							op <= 3'b100;
							if (counter2%(32/4) == {5-2{1'b1}})
							begin
								id <= id + 1'b1;
							end
							if (counter2 == 32*32/4-1'b1)
							begin
								state <= 1'b0;
								op <= 3'b000;
							end
							instr_out <= {1'b0, id, op};
						end
					endcase
				end
				2'b11:
				begin
					case (state)
						1'b0:
						begin
							counter1 <= counter1 + 1'b1;
							if (counter1%(32/4) == {5-2{1'b1}})
							begin
								id <= id + 1'b1;
							end
							if (counter1 == 32*32/4-1'b1)
							begin
								op <= 3'b001;
							end
							if (counter1 == 2*32*32/4-1'b1)
							begin
								op <= 3'b010;
								state <= 1'b1;
							end
							instr_out <= {1'b1, id, op};
						end
						1'b1:
						begin
							counter2 <= counter2 + 1'b1;
							if (counter2 == 32*32/4-1'b1)
							begin
								state <= 1'b0;
								op <= 3'b000;
							end
							if (counter2%(32/4) == {5-2{1'b1}})
							begin
								id <= id + 1'b1;
							end
							instr_out <= {1'b0, id, op};
						end
					endcase  
				end
				2'b01:
				begin
					case (state)
						1'b0:
						begin
							counter1 <= counter1 + 1'b1;
							if (counter1%(32/4) == {5-2{1'b1}})
							begin
								op <= op^1'b1;
								fwd <= fwd^1'b1;
							end
							if (counter1%(2*32/4) == {1+5-2{1'b1}})
							begin
								id <= id + 1'b1;
							end
							if (counter1 == 2*32*32/4-1'b1)
							begin
								op <= 3'b101;
								state <= 1'b1;
							end
							instr_out <= {fwd, id, op};
						end
						1'b1:
						begin
							counter2 <= counter2 + 1'b1;
							if (counter2%(32/4) == {5-2{1'b1}})
							begin
								id <= id + 1'b1;
							end
							if (counter2 == 32*32/4-1'b1)
							begin
								op <= 3'b000;
								state <= 1'b0;
							end
							instr_out <= {1'b0, id, op};
						end
					endcase
				end
				2'b10:
				begin
					case (state)
						1'b0:
						begin
							counter1 <= counter1 + 1'b1;
							if (counter1%(32/4) == {5-2{1'b1}})
							begin
								op <= op^1'b1;
								fwd1 <= fwd1^1'b1;
							end
							if (counter1%(2*32/4) == {1+5-2{1'b1}})
							begin
								id <= id + 1'b1;
							end
							if (counter1 == 2*32*32/4-1'b1)
							begin
								op <= 3'b100;
								state <= 1'b1;
							end
							instr_out <= {fwd1, id, op};
						end
						1'b1:
						begin
							counter2 <= counter2 + 1'b1;
							if (counter2%(32/4) == {5-2{1'b1}})
							begin
								id <= id + 1'b1;
							end
							if (counter2 == 32*32/4-1'b1)
							begin
								state <= 1'b0;
								op <= 3'b000;
							end
							instr_out <= {1'b0, id, op};
						end
					endcase  
				end
			endcase  
		end  
		else
		begin
			instr_out <= {1'b0, 5'b0, 3'b111};
		end
		dOut <= inD;
	end  
end  
endmodule
==> reports/results.tsv <==
stage	metric	value	unit
outcome	status	complete, but fails checks	
outcome	violated checks	setup timing	
die	row count	27	
setup_path	CP Data Required Time	800	ps
die	Die Wd	79.0	microns
final_timing	fmax	0.873	GHz
synthesis	Adder-Cell Fraction of Synth Area	0	%
drt	Via density	3.80	
setup_path	max incr delay on CP	530	ps
placed_design	Port Buffers	133	
pwr	PwrDens	1840	nW/um^2
synthesis	Cells after Synth	76	
drt	drt wl/cell	13.7	microns
pwr	Flop pwr share	50.8	%
cells_and_area	Layout area overhead	74.1	%
synthesis	Largest type area fraction	96.0	%
pwr	worst vdd ir	0.00100	V
run	max cap viols	0	
setup_path	Crit-path slowest cell	dfstp_2	
synthesis	register area share after synthesis	96.0	%
drt	Antenna Nets Post-Route	0	
synthesis	Synth Area in XOR/XNOR	0	%
setup_path	CP Max Fanout	3	
setup_path	critical path class	reg -> out	
setup_path	startpoint types	flop	
cells_and_area	share of cells above drive strength 1	67.3	%
die	die area	6240	sq um
synthesis	Commonest cells post-synth	65 x dfstp_2, 8 x buf_4, 2 x inv_1	
pwr	Net Sw Power	0.000989	W
global_routing	pin count of the biggest net entering global routing	34	
cells_and_area	final core utilization	55.2	%
synthesis	Cell variety after synth	4	
clock_network	deepest clock path buffer count	2	
placed_design	routability cong.	0.719	
pwr	Net Sw Frac	17.4	%
synthesis	Post-Syn Area	1780	sq um
final_timing	Setup TNS Final	-7960	ps
pwr	clock power share	41.4	%
min_path	Hold Crit Class	in -> reg	
clock_network	CTS tree	built	
synthesis	post-synth top area cell	dfstp_2	
die	FP Core Util	31.7	%
synthesis	Largest cells by area	dfstp_2 96%, buf_4 3.4%, inv_1 0.42%	
synthesis	mux share	0	%
clock_network	Clock transition at path regs	60	ps
pwr	Logic pwr share	7.7	%
global_routing	Total GRT Usage	13.3	%
global_routing	vias in the first global route	1153	
setup_path	CP endpoint kind	output port	
clock_network	clock root cell	clkbuf_8	
clock_network	H-tree depth	3	
setup_path	Critical Path AT	940	ps
clock_network	clock sinks	65	
die	total core area	5610	sq um
drt	First-pass DRT Iterations	2	
setup_path	cell count along the critical path	1	
setup_path	CP cell instances	buf_2	
clock_network	cts hold-fix bufs	0	
final_timing	setup ws final	-145	ps
placed_design	Detailed Place HPWL	3.05	mm
synthesis	asr flop ratio synth	100	%
drt	diodes inserted	0	
cells_and_area	fill count	466	
drt	Iteration-0 DRC Markers	27	
pwr	Lkg Pwr	1.37	nW
final_timing	Hold Vio Cnt, Final	0	
synthesis	Avg Synthesized Cell Area	23.4	sq um
drt	routed vias	1121	
final_timing	Setup Viol. Count Final	67	
setup_path	CP bufs+invs	1	
setup_path	Top delay family on crit path	flip-flops	
drt	DRC violation count after routing	0	
final_timing	cycle use final	114	%
synthesis	yosys cell count	76	
final_timing	final slew viol count	0	
synthesis	top-count cell post-synth	dfstp_2	
run	Log Warnings	27	
global_routing	GR Overflow Total	0	
synthesis	area fraction in compound gates	0	%
synthesis	Top non-seq family	buffers and inverters	
clock_network	Num CTS Buffers	9	
final_timing	minimum clock period	1140	ps
final_timing	unrepaired setup endpoints after global routing	true	
synthesis	yosys-reported design area after synthesis	1780	sq um
die	Die Height	79.0	microns
die	I/O pin cnt	140	
synthesis	Yosys Warn Count	3	
synthesis	Commonest flop	dfstp_2	
setup_path	CP Launch Point	instr_out[1]$_DFF_PP1_	
global_routing	first-pass GRT wire length	5.91	mm
pwr	Int Power	0.00470	W
global_routing	initial antenna violation count	0	
setup_path	crit path to	instr_out[1]	
drt	final WL	4.04	mm
synthesis	yosys simple share	0	%
synthesis	number of enable flip-flop cells	0	
synthesis	Synth flops	65	
cell families (layout without fill, tap and decap cells):
logic type             after synthesis  after routing
buffers and inverters               10            152
other                                1              6
flip-flops                          65             65
cell usage in the layout (no fill, tap or decap):
cell	instances
conb_1	6
clkinvlp_4	1
clkdlybuf4s50_1	66
inv_1	1
buf_12	2
buf_2	66
buf_4	1
bufinv_16	2
clkbuf_8	11
buf_6	1
clkinv_2	1
dfstp_2	65
flip-flops by register name, indices dropped and copies added, names as in the netlist:
name,count
dOut,64
instr_out,1
layout make-up:
type / instances / area (sq um) / area share (%)
flip-flops and latches: 65 / 1710 / 55.1
multi-input cells: 6 / 22.5 / 0.727
repair buffers: 136 / 1050 / 33.9
well taps: 72 / 90.1 / 2.91
inverters: 2 / 11.3 / 0.363
clock buffers: 11 / 151 / 4.89
clock inverters: 3 / 65.1 / 2.10
how the worst min path moves through the flow:
stage / to / slack [ps] / from / cells after the start
final: dOut[28]$_DFF_PP1_ / 270 / inD[28] / 1
after global routing: dOut[44]$_DFF_PP1_ / 250 / inD[44] / 1
after CTS: dOut[51]$_DFF_PP1_ / 250 / inD[51] / 1
metrics by stage:
step	instance area [sq um]	setup slack [ps]	total power, W	hold slack (ps)	std cells
6_report	3100	-145	0.00569	275	295
5_1_grt	3100	-187	0.00597	249	295
4_1_cts	3090	-173	0.00579	253	295
3_5_place_dp	3210	-184	0.00352	614	281
3_3_place_gp	3210	-176	0.00352	612	281
2_1_floorplan	1800	216	0.00296	204	81
routing by layer:
layer / vias up / wire, microns / track usage [%]
met5: - / 0 / 0
met4: 0 / 122 / 3.82
met2: 86 / 1720 / 18.2
li1: 501 / - / -
met1: 524 / 1630 / 20.0
met3: 10 / 569 / 6.18
power by group through the flow:
stage	sequential, W	combinational, W	clock, W
4_1_cts	0.00290	0.000451	0.00244
5_1_grt	0.00291	0.000482	0.00258
6_report	0.00289	0.000441	0.00236
what timing repair did:
item / in CTS / in global routing
buffers inserted: 0 / 0
gates resized: 202 / 1
endpoints found under the setup margin: 67 / 67
No activity file was given, so power comes from the tool's default toggle rates.
